**./run.sh**
```bash
#!/bin/bash
# OpenROAD 26Q1-2900-gdf79404cd8, Yosys 0.63+post, stock flow scripts
make -C /OpenROAD-flow-scripts/flow DESIGN_CONFIG=/design/flow/config.mk WORK_HOME=/design/flow/orfs finish
```
**./config.mk**
```make
export PLATFORM = sky130hd
export DESIGN_NAME = decisiontree
export DESIGN_NICKNAME = decisiontree
export VERILOG_FILES = /design/flow/design.v
export SDC_FILE = /design/flow/constraint.sdc
export NUM_CORES = 4
export LEC_CHECK = 1
export CORE_UTILIZATION = 40
```
**./constraint.sdc**
```tcl
current_design decisiontree

set clk_period 2.5
set clk_io_pct 0.2

create_clock -name clk0 -period $clk_period [get_ports {clk}]

set non_clock_inputs [all_inputs -no_clocks]
set_input_delay [expr $clk_period * $clk_io_pct] -clock clk0 $non_clock_inputs
set_output_delay [expr $clk_period * $clk_io_pct] -clock clk0 [all_outputs]
```
**./design.v**
```verilog
module decisiontree (
    input clk,
    input reset,
    input [15:0] study_hours,        
    input [15:0] attendance,         
    input [15:0] past_scores,        
    input [1:0] parental_edu,        
    input internet_access,           
    input extracurricular,           
    output reg pass_fail,            
    output reg decision_valid        
);
localparam FP_INT = 8;        
localparam FP_FRAC = 8;       
localparam TH_STUDY_HOURS = 16'd25;           
localparam TH_ATTENDANCE = 16'd7500;          
localparam TH_PAST_SCORES = 16'd75;           
localparam TH_ATTENDANCE_LEAF = 16'd8500;     
reg [15:0] study_hours_reg;
reg [15:0] attendance_reg;
reg [15:0] past_scores_reg;
reg [1:0] parental_edu_reg;
reg internet_access_reg;
reg extracurricular_reg;
reg [2:0] pipeline_stage;
always @(posedge clk or posedge reset) begin
    if (reset) begin
        study_hours_reg <= 0;
        attendance_reg <= 0;
        past_scores_reg <= 0;
        parental_edu_reg <= 0;
        internet_access_reg <= 0;
        extracurricular_reg <= 0;
        pipeline_stage <= 0;
        pass_fail <= 0;
        decision_valid <= 0;
    end else begin
        if (pipeline_stage == 0) begin
            study_hours_reg <= study_hours;
            attendance_reg <= attendance;
            past_scores_reg <= past_scores;
            parental_edu_reg <= parental_edu;
            internet_access_reg <= internet_access;
            extracurricular_reg <= extracurricular;
            pipeline_stage <= 1;
            decision_valid <= 0;
        end 
        else if (pipeline_stage == 1) begin
            if (study_hours_reg >= TH_STUDY_HOURS) begin
                pipeline_stage <= 2;
            end else begin
                pipeline_stage <= 3;
            end
        end
        else if (pipeline_stage == 2) begin
            if (attendance_reg >= TH_ATTENDANCE_LEAF) begin
                pass_fail <= 1;
                decision_valid <= 1;
                pipeline_stage <= 0;
            end else begin
                if (past_scores_reg >= TH_PAST_SCORES) begin
                    pass_fail <= 1;
                end else begin
                    pass_fail <= 0;
                end
                decision_valid <= 1;
                pipeline_stage <= 0;
            end
        end
        else if (pipeline_stage == 3) begin
            if (attendance_reg >= TH_ATTENDANCE) begin
                if (parental_edu_reg >= 2'b10) begin  
                    pass_fail <= 1;
                end else begin
                    pass_fail <= 0;
                end
            end else begin
                if (internet_access_reg && extracurricular_reg) begin
                    pass_fail <= 1;
                end else begin
                    pass_fail <= 0;
                end
            end
            decision_valid <= 1;
            pipeline_stage <= 0;
        end
    end
end
endmodule
```
==> flow_summary.yaml <==
# flow metrics
outcome:
  status: "completed"
cts:
  post-cts-setup-buffers: 0
  clk_root_buffer_cell: "sky130_fd_sc_hd__clkbuf_8"
  cts_repair_resize_count: 0
  cts.hold.buffers_added: 0
  tritoncts: "yes"
  numClockSinks: 55
  clock.latency.late_pin_ns: 0.30
  ctsLongestPathBuffers: 2
  cts-buffers-inserted: 5
  cts.clk_slew.worst_paths_ns: 0.09
  htree_levels: 2
drt:
  final_antenna_net_count: 0
  dr.max_layer_used: "met4"
  routed-wl-met3_um: 189
  drt-initial-drc-count: 40
  routed_wire_length_per_instance_um: 13.8
  wirelength_met1_um: 1760
  drt-pass1-iter-count: 3
  route.met2.wl_um: 1860
  route.detailed.drc: 0
  detailed_route_via_count: 1378
  detail_route.antenna_diodes: 0
  routed_wirelength_um: 3850
  viasPerCell: 4.94
hold_path:
  hp-class: "register to register"
  hp_start: "pipeline_stage[3]"
  worst_hold_path.num_cells: 1
placed_design:
  hpwl_um: 2850
  io_buffers: 52
  dp_worst_setup_slack_ns: 0.857
  routabilityCongestion: 0.791
  postPlaceCellArea_mm2: 0.00283
synthesis:
  netlist_instances: 151
  count_of_flip_flops_with_a_built_in_enable_after_synthesis: 0
  netlist.area_leader.share_pct: 60.8
  synthDominantAreaCellType: "sky130_fd_sc_hd__dfrtp_1"
  synth_compound_gate_area_share_pct: 5.18
  synth_area_per_cell_um2: 14.7
  ys_warn_count: 1
  synth.cell_area_mm2: 0.00222
  share_of_the_yosys_chip_area_belonging_to_registers_pct: 62.0
  synth_simple_gate_area_share_pct: 6.64
  synth_cell_types: 26
  synth.yosys.chip_area_mm2: 0.00222
  mux_share_pct: 24.3
  ys_async_sr_fraction_pct: 100
  synth.ff_latch_count: 55
  ys_cells: 151
  area_leaders: "sky130_fd_sc_hd__dfrtp_1, sky130_fd_sc_hd__mux2_2, sky130_fd_sc_hd__buf_2"
  synth.most_common_cell: "sky130_fd_sc_hd__dfrtp_1"
  synthFlopType: "sky130_fd_sc_hd__dfrtp_1"
  common_cells: "sky130_fd_sc_hd__dfrtp_1, sky130_fd_sc_hd__mux2_2, sky130_fd_sc_hd__buf_2"
  post_synth_main_logic_family: "multiplexers"
  yosys.area_share.adder_pct: 0
  synth-xor-area-share_pct: 0
power_and_ir_drop:
  power.combinational.fraction_pct: 6.2
  vdd_ir_drop_max_v: 0.000307
  int_pwr_uw: 1280
  switching_share_pct: 18.5
  portion_of_total_power_attributed_to_sequential_cells_pct: 56.5
  power-per-cell-area_mw_per_mm2: 534
  net_switching_power_figure_uw: 292
  power.static_leakage_uw: 0.00140
  power_uw: 1570
  share_clk_of_total_power_pct: 37.4
sta:
  max_freq_ghz: 0.603
  finalCriticalPeriod_ns: 1.66
  slew_hr_pct: 58.4
  fin_ws_ns: 0.841
  timing_max_transition_violations_final: 0
  rsz0062_at_grt: "no"
  worst_slew_pin_slew_ns: 0.623
  final_min_period_over_clock_period_pct: 66.4
  finalSetupViolations: 0
  report.final.hold_viol_count: 0
  fin_setup_tns_ns: 0
  fin_clk_skew_ns: 0.00657
floorplanning:
  top_level_ports: 56
  placement_rows: 26
  dieHeight_um: 76.5
  core_region_area_mm2: 0.00524
  die_area_mm2: 0.00586
  die_width_um: 76.5
  initCoreUtil_pct: 42.4
final_layout:
  final_cell_area_excluding_filler_cells_mm2: 0.00295
  final_core_utilization_pct: 56.3
  syn2layout_area_growth_pct: 32.7
  drive_gt1_share_pct: 32.1
setup_path:
  critical_path.startpoint_type: "register"
  crit_path_max_fanout: 3
  worst_path_largest_cell_delay_ns: 0.47
  critPathArrivalTime_ns: 1.16
  critPathCaptureType: "primary output"
  cell_count_of_the_worst_reg_to_reg_path: 2
  timing.critical_path.required_ns: 2.00
  worst_path_max_delay_cell: "sky130_fd_sc_hd__clkdlybuf4s50_1"
  cp.depth: 1
  cpLargestDelayFamily: "buffers and inverters"
  crit_type: "register to primary output"
  crit-reg2reg-launch: "pipeline_stage[0]"
  crit_path_cell_chain: "clkdlybuf4s50_1"
  cp_num_buf_inv: 1
  critical_path.startpoint: "pass_fail"
global_route:
  grt_first_pass_wirelength_um: 6950
  grtUsageTotal_pct: 15.3
  antenna_found_initial: 0
  overflow: 0
  largest_net_degree_at_the_start_of_global_routing: 32
  grt_pass1_vias: 1532
run:
  maxCapViolCount: 0
  log.warning_count: 28
## placed cells by master, fill, tap and decap left out, drive strengths merged
| cell type | n |
|---|---|
| dfrtp | 54 |
| clkdlybuf4s50 | 52 |
| mux2 | 48 |
| clkbuf | 6 |
| nor2 | 5 |
| nor4 | 5 |
| nand2 | 4 |
| a21oi | 4 |
| buf | 4 |
| a211oi | 3 |
| inv | 3 |
| nor3 | 2 |
| nand4 | 2 |
| o211ai | 2 |
| o21ai | 1 |
| or2 | 1 |
| o311ai | 1 |
| and2 | 1 |
| or3b | 1 |
| o2111ai | 1 |
| and3 | 1 |
| nand3 | 1 |
| nor4b | 1 |
| o41a | 1 |
| a2111oi | 1 |
| a211o | 1 |
| clkinv | 1 |
| bufinv | 1 |
| dfstp | 1 |
## cells by family (layout without fill, tap and decap cells)
family	Yosys count	count (layout)
buf+inv	9	67
flops	55	55
simple gates	24	24
compound gates	15	15
mux	48	48
## path summary, 6_finish.rpt
path                                       endpoint  slack (ns)
worst max-delay path                      pass_fail        0.84
worst min register to register    pipeline_stage[0]        0.51
min in group asynchronous       past_scores_reg[14]        0.61
worst min-delay path              pipeline_stage[0]        0.51
worst max register to register   past_scores_reg[6]        0.92
max in group asynchronous       study_hours_reg[12]        1.25
## metal layers
layer	up-vias	global-route usage (%)
met5	-	0
li1	671	-
met3	5	3.41
met2	35	24.4
met1	667	23.0
met4	0	1.92
## through the flow
| step | hold WS [ns] | instances |
|---|---|---|
| finish | 0.505 | 279 |
| global route | 0.524 | 279 |
| CTS | 0.511 | 279 |
| detailed placement | 0.481 | 271 |
| global placement | 0.469 | 271 |
| floorplan | 0.392 | 151 |
## area by class of cell
class                   count  area (um2)
fillers                   416        2290
flip-flops and latches     55        1380
multi-input cells          87         803
repair buffers             56         551
well taps                  70        87.6
clock buffers               6        82.6
clock inverters             2        35.0
inverters                   3        11.3
## power groups by stage
stage                 sequential [uW]  clock (uW)  combinational, uW
after CTS                         889         609               99.7
after global routing              889         644                106
final                             889         589               96.9
Power is estimated from default activity; no workload was simulated.
